### /design/flow/run.sh
#!/bin/bash
# OpenROAD 26Q1-2900-gdf79404cd8, Yosys 0.63+post, stock flow scripts
make -C /OpenROAD-flow-scripts/flow DESIGN_CONFIG=/design/flow/config.mk WORK_HOME=/design/flow/orfs finish
### /design/flow/config.mk
export PLATFORM = sky130hd
export DESIGN_NAME = generic_arbiter_full
export DESIGN_NICKNAME = generic_arbiter_full
export VERILOG_FILES = /design/flow/design.v
export SDC_FILE = /design/flow/constraint.sdc
export NUM_CORES = 4
export LEC_CHECK = 1
export CORE_UTILIZATION = 30
### /design/flow/constraint.sdc
current_design generic_arbiter_full

set clk_period 7.6
set clk_io_pct 0.2

create_clock -name clk0 -period $clk_period [get_ports {hclk}]

set non_clock_inputs [all_inputs -no_clocks]
set_input_delay [expr $clk_period * $clk_io_pct] -clock clk0 $non_clock_inputs
set_output_delay [expr $clk_period * $clk_io_pct] -clock clk0 [all_outputs]
### /design/flow/design.v
module	generic_arbiter_full(busreq,hlock,hclk,hreset,hmaster_lock,hgrant,hready,hwdata,data_out,haddr,addr_out,hburst,htrans,htrans_out,hburst_out,hmaster);
	parameter size=9;
	parameter size_out=4;
	integer i;
	input [8*size-1:0]hwdata;
	input [8*size-1:0]haddr;
	input [3*size-1:0]hburst;
	input [2*size-1:0]htrans;
	input hclk;
	input hreset;
	input hready;
	input  [size-1:0]busreq;
	input [size-1:0]hlock;
	output reg [2:0]hburst_out;
	output reg [1:0]htrans_out;
	output reg hmaster_lock;
	output reg  [size_out-1:0]hgrant;
	output reg [7:0]data_out;
	output reg [7:0]addr_out;
	output reg [size_out-1:0]hmaster;
	reg [8*size-1:0]data1;
	reg [8*size-1:0]addr1;
	reg [8*size-1:0]data2;
	reg [8*size-1:0]addr2;
	reg [3*size-1:0]hburst1;
	reg [2*size-1:0]htrans1;
	reg [3*size-1:0]hburst2;
	reg [2*size-1:0]htrans2;
	reg  [size_out-1:0]w_hgrant;
	reg  w_hlock;
	reg hmasterlock;
	reg hlock3;    
	reg [size_out-1:0]j;
	reg [size_out-1:0]inter;
	reg inter1;
	reg [size_out-1:0]hmaster_pre;
	reg hlock_c;
	reg [4:0]count;
	reg [4:0]counter;
	reg hlock_out;
	reg hlock_bus;
always@(posedge hclk)
	begin
		hmaster_pre<=hmaster;
	end
always@(hlock or hgrant or hmaster_lock or hlock3)
	begin
		hlock_out=hlock>>hgrant;
		if(hmaster_lock)	
			begin
				hlock_bus=hlock_out;
			end
		else
			begin
				hlock_bus=hlock3;
			end
	end
always @(busreq or hlock)
        begin
        	inter=4'b1000;inter1=0;
			for (j = size; j >= 1; j = j - 1)
				begin
					if (busreq[j-1]==1)
						begin
                                                 	w_hgrant = j-1;
                                                 	inter=j-1;
                            				w_hlock=hlock[j-1];
                            				inter1=hlock[j-1];
                                           	end
                                  	else
                                     		begin
                                                 	w_hgrant=inter;
                            				w_hlock=inter1;
                                       		end
                         	end
	end
always@(posedge hclk)
    	begin
         	  if(!hreset)
            		begin
                		hgrant<=1'b0;
           			hlock3<=1'b0; 
            		end
         	else    if(!hmasterlock)
                     		begin
                           		hgrant<=w_hgrant;
                           		hlock3<=w_hlock;	
                     		end
        end
always@(hmaster_lock )
    	begin
              hmasterlock=hmaster_lock;   
        end
always@(posedge hclk)
	begin
		if(!hreset)
                   	begin
                      		hmaster=1'b0;
                      		hlock_c =1'b0;
                   	end
      		else    if(hready)
              			begin
              				hmaster=hgrant;
              				hlock_c=hlock_bus;
             			end
    	end
always@(hmaster,addr2,htrans2,hburst2)
	begin
		addr_out<=addr2>>8*hmaster;
		htrans_out<=htrans2>>2*hmaster;
		hburst_out<=hburst2>>3*hmaster;
	end
always@(hmaster_pre or data2)
	begin
		data_out<=data2>>8*hmaster_pre;
	end
always@(posedge hclk)
	begin
                 if(hready)
        	        begin
                       		data2<=data1;addr2<=addr1;htrans2<=htrans1;hburst2<=hburst1;
                	end
	end
always@(posedge hclk)
	begin
		data1<=hwdata;addr1<=haddr;htrans1<=htrans;hburst1<=hburst;
	end
always@(posedge hclk)
	begin
                 if(!hreset)
	                      begin
	                             hmaster_lock=1'b0;
	                             counter=5'b00000;
	                             count=5'b00000;
	                      end
		else        
		             begin
		                       case(hburst_out)
	                                3'b000,3'b001:begin
	                                               if(counter==5'b00000)
				                            begin
	                        			            counter=5'b00000; 
                                                        	    hmaster_lock=hlock_c;
				                            end
                                			   end
                                        3'b010,3'b011:begin 
                                        	      if(counter==5'b00000)
                            					begin 
                                					counter=5'b00100;
                                                            		hmaster_lock=1'b1;
                                                                 	count=5'b00000;
                            					end   
                                   			end
                                        3'b100,3'b101:begin 
                                           		if(counter==5'b00000)
                            					begin 
                                					counter=5'b01000; 
                                                            		hmaster_lock=1'b1;
                                                                	count=5'b00000; 
                            					end   
                               				end
                                        3'b110,3'b111:begin 
                                       			if(counter==5'b00000)
                        					begin 
                            						counter=5'b10000; 
                                                        		hmaster_lock=1'b1;
                                                        		count=5'b00000;
                        					end   
                               end
					endcase
	case(htrans_out) 
		        2'b00 ,2'b01 :begin
                  				if ((count+3)<=counter)
                      					begin  
                            					count=count+1; 
                      					end 
              					else if ((count+3)>counter && ((count+1)<counter) )
							begin
		  						hmaster_lock=hlock_c;
								count=count+1;
							end
						else
                       					begin
                          					counter=5'b00000;
                           					hmaster_lock=hlock_c;
                           					count=5'b0000;
                       					end
              				end 
             			default: count=count;      
        endcase
	end
	end
endmodule
==> Slide: Implementation Results <==
Run Summary

Place
  • DP Area: 15400 µm²
  • Dpl ws: 3590 ps
  • Port bufs: 239
  • RePlAce Congestion: 0.829
  • Dpl cells: 1434
  • DP HPWL: 16400 µm

Hold path
  • Worst hold start: hmaster[0]
  • Hold Path Class: register to register

Routing
  • DR WL/cell: 16.3 µm
  • Final wirelength: 24600 µm
  • Via-to-Cell Ratio: 4.25
  • DRC: 0
  • DRT iter0 DRCs: 232
  • TritonRoute pass-1 iters: 4
  • DR vias: 6412
  • Routed Antenna Nets: 0

Global routing
  • GRT Resource Usage Total: 0.124
  • Vias in the first global route: 6796
  • Overflow after GRT: 0
  • First-pass GRT wire length: 36700 µm
  • Largest net degree at the start of global routing: 65
  • Initial antenna violation count: 10

Run status
  • Status: completed

Logic synthesis
  • Number of enable flip-flop cells: 189
  • Register bit total from synthesis: 402
  • Mapped Cells: 680
  • Top cells by area: edfxtp_1 46%, dfxtp_1 35%, mux4_2 7.3%
  • Yosys Warn Count: 1
  • Synth top cells by count: 213 x dfxtp_1, 189 x edfxtp_1, 40 x mux4_2
  • Ao+oa area frac: 0.0412
  • Top cell type by total area after synthesis: edfxtp_1
  • Xor/xnor share: 0.00496
  • Simple-Gate Fraction of Synth Area: 0.0364
  • Mux area share: 0.0977
  • Unique masters post-synth: 55
  • Most common cell in the netlist: dfxtp_1
  • Mean Syn Cell Area: 18.2 µm²
  • Ys async rst share: 0
  • Fa+ha+maj area frac: 0.00506
  • Area of the mapped netlist: 12400 µm²
  • Post-synth top area share: 0.459
  • Main flop type: dfxtp_1
  • Largest logic family: multiplexers
  • Sequential share of the synthesized area: 0.805
  • Yosys chip area: 12400 µm²
  • Number of cells in Yosys stat: 680

CTS
  • Insertion Delay late pin: 540 ps
  • CTS tree: yes
  • Sinks on Clock Net: 402
  • Post-CTS setup buffers: 0
  • CTS Hold Bufs: 0
  • TritonCTS Buffers: 40
  • Root Buffer: clkbuf_16
  • Post-CTS sizing: 0
  • Max Root-Sink Buffers: 3
  • Reg clk slew, reported paths: 60 ps
  • Maximum level of the CTS H-tree: 2

Setup path
  • Critical Path AT: 3070 ps
  • Worst Setup Path Type: register to output pin
  • Crit-path max FO: 31
  • Worst setup SP type: register
  • Crit. End Element: output pin
  • Worst EP required: 6080 ps
  • Reg2Reg Launch Point: hmaster[0]
  • CP startpoint: hmaster[0]

Final timing
  • RSZ-0062 raised after global routing: false
  • Final hold slack: 396 ps
  • Crit path time final: 4590 ps
  • Fin. Hold Viols: 0
  • Final-report setup violation count: 0
  • Worst Clk Skew: 14.9 ps
  • TNS Setup: 0 ps
  • Fin crit share: 0.604
  • Actual slew at the worst max-slew pin: 646 ps
  • Count of pins over their slew limit: 0
  • Max Fclk: 218 MHz
  • Setup ws final: 3010 ps
  • Slew margin rel.: 0.569

Layout
  • Area delta synth->final: 36.0%
  • Fin util: 0.418
  • Filler cells: 3549
  • Final cell area excluding filler cells: 16800 µm²
  • Layout cells sized above 1: 0.132
  • Layout Cells excl Fill: 1509

Die
  • Die X: 205 µm
  • Init Core Util: 0.307
  • DIE AREA: 42000 µm²
  • Die Y: 205 µm
  • Row count: 73
  • Core footprint: 40200 µm²
  • Ports: 240

Power and ir drop
  • Pwr/cell area: 280 nW/µm²
  • LEAKAGE: 6.01 nW
  • Overall power: 4.71 mW
  • Peak VDD IR: 0.174 mV

Flow run
  • Tool warnings: 25
  • Max Cap Violations: 0
## flip-flops by register name (all words and copies together) (netlist names)
signal / cells
addr2: 72
counter: 4
hburst1: 27
count: 5
data2: 72
hburst2: 27
htrans1: 18
hmaster: 4
hgrant: 4
hmaster_lock: 1
htrans2: 18
hlock3: 1
addr1: 72
data1: 72
hlock_c: 1
hmaster_pre: 4
## power breakdown
group	switching, mW	total (mW)	internal, mW
Clock	0.813	2.00	1.19
Combinational	0.101	0.281	0.180
Sequential	0.0398	2.43	2.39
## metal layers
| metal | vias to the layer above | wire, µm | GRT usage |
|---|---|---|---|
| li1 | 3099 | - | - |
| met1 | 2961 | 9730 | 0.159 |
| met2 | 273 | 11000 | 0.185 |
| met3 | 63 | 3130 | 0.0700 |
| met4 | 16 | 705 | 0.0312 |
| met5 | - | 109 | 0 |
## worst max-delay path: stages, from the launching register on
cell	delay [ps]
dfxtp_2	370
buf_4	500
mux2i_1	270
o32ai_1	90
o21bai_1	500
nand2_1	290
clkdlybuf4s50_1	470
## logic make-up (layout without fill, tap and decap cells)
logic type	after synthesis	count (layout)
DFF	402	402
adders and majority gates	5	5
muxes	69	69
buffers and inverters	32	334
and+or+nand+nor	94	94
AOI/OAI and AO/OA	71	71
other	0	2
xor gates and xnor gates	7	7
## final timing paths
path	slack, ps	endpoint	cells after the start
worst max register to register	3740	counter[0]	14
worst max-delay path	3010	hburst_out[1]	6
worst min-delay path	400	hmaster_pre[0]	0
worst min register to register	400	hmaster_pre[0]	0
## layout by cell type, fill, tap and decap left out, drive strengths merged, types with 3 or more instances in the layout
| cell | count |
|---|---|
| clkdlybuf4s50 | 238 |
| dfxtp | 213 |
| edfxtp | 189 |
| clkbuf | 50 |
| mux4 | 41 |
| nand2 | 37 |
| mux2i | 28 |
| o21ai | 23 |
| nor2 | 19 |
| buf | 13 |
| inv | 13 |
| nor2b | 12 |
| clkinv | 12 |
| a21oi | 10 |
| nor3 | 7 |
| xnor2 | 5 |
| ha | 5 |
| bufinv | 4 |
| clkinvlp | 4 |
| a21boi | 4 |
| a31oi | 4 |
| o21a | 3 |
| o211ai | 3 |
| o32ai | 3 |
## cell type report
type | instances | area (µm²) | share of cell area
Sequential cell | 402 | 9940 | 0.592
Clock buffer | 49 | 1110 | 0.0659
Antenna cell | 2 | 5.00 | 0.000298
Clock inverter | 24 | 259 | 0.0154
Multi-Input combinational cell | 246 | 2300 | 0.137
Inverter | 9 | 33.8 | 0.00201
Timing Repair Buffer | 252 | 2490 | 0.148
Tap cell | 525 | 657 | 0.0391
No activity file was given, so power comes from the tool's default toggle rates.
